==> flow/run.sh <==
#!/bin/bash
# OpenROAD 26Q1-2900-gdf79404cd8, Yosys 0.63+post, stock flow scripts
make -C /OpenROAD-flow-scripts/flow DESIGN_CONFIG=/design/flow/config.mk WORK_HOME=/design/flow/orfs finish
==> flow/config.mk <==
export PLATFORM = sky130hd
export DESIGN_NAME = PISO_SRAM
export DESIGN_NICKNAME = PISO_SRAM
export VERILOG_FILES = /design/flow/design.v
export SDC_FILE = /design/flow/constraint.sdc
export NUM_CORES = 4
export LEC_CHECK = 1
export CORE_UTILIZATION = 50
==> flow/constraint.sdc <==
current_design PISO_SRAM

set clk_period 5.6
set clk_io_pct 0.2

create_clock -name clk0 -period $clk_period [get_ports {clk}]

set non_clock_inputs [all_inputs -no_clocks]
set_input_delay [expr $clk_period * $clk_io_pct] -clock clk0 $non_clock_inputs
set_output_delay [expr $clk_period * $clk_io_pct] -clock clk0 [all_outputs]
==> flow/design.v <==
`timescale 1ns/1ps
module FIFO#(
    parameter width = 32,
    parameter depth = 64,
    parameter ptr_w = 6
)
(
    clk, rstn,
    rd_en, wrt_en,
    data_in,
    read_ready,
    data_out,
    full, empty,
    out_valid,
    almost_full,
    almost_empty
);
input clk, rstn;
input rd_en, wrt_en;
input [width-1 : 0] data_in;
input read_ready;
output [width-1 : 0] data_out;
output full, empty;
output out_valid;
output almost_full, almost_empty;
reg full, empty, almost_full, almost_empty;
reg [width-1 : 0] sram_mem [0 : depth-1];
reg [ptr_w-1 : 0] waddr, raddr;
assign data_out = (rd_en & !empty & read_ready) ? sram_mem[raddr] : 0;
assign out_valid = rd_en & !empty & read_ready;
integer i;
always@(posedge clk or negedge rstn) begin
    if(!rstn) begin
        for(i = 0; i < depth; i=i+1)begin
            sram_mem[i] <= 'b0;
        end
    end
    else begin
        if((wrt_en & !full) || (full & wrt_en & rd_en))begin
            sram_mem[waddr] <= data_in;
        end
    end
end
always @(posedge clk or negedge rstn) begin
    if(!rstn)begin
        raddr <= 'b0;
    end
    else begin
        if(rd_en & !empty & read_ready) begin
            raddr <= raddr +'b1;
        end
    end
end
always @(posedge clk or negedge rstn) begin
    if(!rstn) begin
        waddr <= 'b0;
    end
    else begin
        if((wrt_en & !full) || (full & wrt_en & rd_en)) begin
            waddr <= waddr + 'b1;
        end
    end
end
always @(posedge clk or negedge rstn) begin
    if(!rstn) begin
        full <= 'b0;
    end
    else begin
        if((wrt_en & !rd_en) && (waddr == raddr - 'b1)) begin 
            full <= 'b1;
        end
        else if((wrt_en & !rd_en) && (waddr == depth-1) && (raddr == 0)) begin 
            full <= 'b1;
        end
        else if(full & rd_en & !wrt_en) begin 
            full <= 'b0;
        end
    end
end
always @(posedge clk or negedge rstn) begin
    if(!rstn) begin
        empty <= 'b1;
    end
    else begin
        if((rd_en & !wrt_en) && (raddr == waddr - 'b1)) begin 
            empty <= 'b1;
        end
        if((rd_en & !wrt_en) && (raddr == depth-1) && (waddr == 'b0)) begin 
            empty <= 'b1;
        end
        else if(wrt_en & empty) begin 
            empty <= 'b0;
        end
    end
end
always @(posedge clk or negedge rstn) begin
    if(!rstn) begin
        almost_full <= 'b0;
    end
    else begin
        if((wrt_en & !rd_en) && (waddr == raddr - 2'b10)) begin 
            almost_full <= 'b1;
        end
        else if(almost_full & rd_en & !wrt_en & (waddr == raddr - 'b1)) begin 
            almost_full <= 'b0;
        end
    end
end
always @(posedge clk or negedge rstn) begin
    if(!rstn) begin
        almost_empty <= 'b1;
    end
    else begin
        if((rd_en & !wrt_en) && (raddr == waddr- 2'b10)) begin 
            almost_empty <= 'b1;
        end
        else if(almost_empty & wrt_en & !rd_en & (raddr == waddr - 'b1)) begin 
            almost_empty <= 'b0;
        end
    end
end
endmodule
`timescale 1ns/1ps
module PISO_SRAM#(
    parameter width = 32,
    parameter depth = 64,
    parameter ptr_w = 6
)
(
    clk, rstn,
    rd_en, wrt_en,
    data_in,
    data_out,
    full, empty,
    out_valid,
    read_ready
);
input clk, rstn;
input rd_en, wrt_en;
input [width-1 : 0] data_in;
output data_out;
output full, empty;
output out_valid;
output read_ready;
wire [width-1 : 0] trans_data;
wire trans_valid;
FIFO fifo0(
    .clk(clk), 
    .rstn(rstn),
    .rd_en(rd_en), 
    .wrt_en(wrt_en),
    .data_in(data_in),
    .read_ready(read_ready),
    .data_out(trans_data),
    .full(full), 
    .empty(empty),
    .out_valid(trans_valid),
    .almost_full(),
    .almost_empty());
serial_out so1(
    .clk(clk), .rstn(rstn),
    .rd_en(trans_valid),
    .data_in(trans_data),
    .data_out(data_out),
    .read_ready(read_ready),
    .data_valid(out_valid)
);
endmodule
`timescale 1ns/1ps
module serial_out#(
    parameter width = 32,
    parameter count_w = 5
)
(
    clk, rstn,
    rd_en,
    data_in,
    data_out,
    read_ready,
    data_valid
);
input clk ,rstn;
input [width-1 : 0] data_in;
input rd_en;
output data_out;
output read_ready;
output data_valid;
reg [width-1 : 0] data_reg;
reg [count_w-1 : 0] count;
reg data_valid;
reg read_ready;
integer i;
always@(posedge clk or negedge rstn) begin
    if(!rstn) begin
        count <= 'b0;
        data_reg <= 'b0;
        data_valid <= 'b0;
        read_ready <= 'b1;
    end
    else begin
        if(count == 'd31) begin
            data_valid <= 'b0;
            read_ready <= 'b1;
            count <= 'b0;
        end
        else begin
            if(rd_en & read_ready) begin
                data_valid <= 'b1;
                read_ready <= 'b0;
                data_reg <= data_in;
                count <= 'b0;
            end
            if(data_valid) begin
                count <= count + 'b1;
                data_reg <= data_reg >> 1;
            end
        end
    end
end
assign data_out = data_valid ? data_reg[0] : 0;
endmodule
==> reports/qor.yml <==
grt_pass1_wl_um: 517000
drive_gt1_share_pct: 42.2
initial_core_util_pct: 50.4
syn_inst: 6923
reg2reg_depth: 12
hpwl_um: 226000
worstPathArrival_ns: 5.36
setup_slack_ns: 0.971
rsz0062_at_grt: "no"
htreeDepth: 4
maxSlewViolCount: 0
post-cts-setup-buffer-count: 0
fin_crit_sh_pct: 82.7
cts_resized: 0
drt_iter0_markers: 6022
r2r-start: "fifo0.raddr[0]"
utilization_pct: 56.8
worst-path-max-fanout: 23
drt_wl_total_um: 372000
fp.dieH_um: 432
outcome: "completed"
irDropWorstVdd_uv: 313
largest_reg_flops: 2048
cts_sinks: 2101
chip_area_mm2: 0.187
cts_hold_buf: 0
area_leaders: "dfrtp_1, mux2_2, a22oi_1"
timing.setup.tns_ns: 0
portBuffers: 40
grt_max_degree: 128
wl_per_cell_um: 39.3
max_freq_mhz: 216
crit_type: "flip-flop to flip-flop"
route.vias.total: 64700
synth.distinct_cells: 71
viasPerCell: 6.83
ant_nets: 0
grt_util_all_layers_pct: 42.6
grt-ovfl-total: 0
cp_data_required_time_ns: 6.33
drc: 0
yosys_area_mm2: 0.0925
cts_buffers: 218
most_common_cell: "dfrtp_1"
path_clk_slew_ns: 0.06
area_delta_synth_final_pct: 12.6
gp_congestion: 1.01
finalHoldViolCount: 0
fp.dieW_um: 432
cts_tree: "done"
io_pins: 41
crit_path_start_kind: "flip-flop"
row_count: 157
r2r-end: "so1.data_reg[17]"
ys_seq_share_pct: 56.8
cts-root-buf: "clkbuf_16"
synth_flop_count: 2101
top_cell_area_share_pct: 56.8
period_needed_ns: 4.63
stdcell_count: 9469
async_flop_share_pct: 100
drt-pass1-iter-count: 6
synthTopCellsByCount: "dfrtp_1, mux2_2, a22oi_1"
pre_cts_ws_ns: 1.13
syn_area_per_cell_um2: 13.4
ys_warn_count: 3
yosys_most_used_dff: "dfrtp_1"
hold_class: "input pin to async pin"
synth-edff-count: 0
maxCapViolCount: 0
netlist_area_mm2: 0.0925
fin_skew_ns: 0.0495
warning_count: 67
ys_cells: 6923
leakage_uw: 0.0504
grt_pass1_vias: 64800
dp.cells: 9047
clkLatencyLatePin_ns: 0.90
setup_viol: 0
core_mm2: 0.183
grt_antenna_before_repair: 37
end_kind: "flip-flop"
power_density_mw_per_mm2: 478
clk_path_buf_depth: 3
r2r_slack_ns: 0.97
top_area_cell: "dfrtp_1"
maxSlewHeadroom_pct: 24.5
worst_slew_pin_slew_ns: 1.10
[routing by layer]
layer | global-route usage [%] | up-vias | routed length, um
met2 | 56.8 | 3697 | 156000
met4 | 23.8 | 56 | 27000
li1 | - | 25700 | -
met1 | 54.9 | 33900 | 133000
met3 | 25.2 | 1278 | 55200
met5 | 2.99 | - | 820
[critical path: stages, from the launching register on]
cell,delay (ns)
dfrtp_1,0.45
inv_1,0.18
ha_1,0.17
buf_4,0.27
and3b_2,0.58
buf_4,0.52
o21ai_0,0.14
a21oi_1,0.29
nor4_1,0.14
and3_2,0.33
buf_12,0.23
a221oi_1,0.91
a21oi_1,0.16
[logic make-up (layout without fill, tap and decap cells)]
| kind of cell | Yosys count | after routing | share of synthesized area, % |
|---|---|---|---|
| xor+xnor | 22 | 22 | 0.208 |
| buf+inv | 713 | 770 | 3.07 |
| other cells | 0 | 25 | 0 |
| flops | 2101 | 2101 | 56.8 |
| mux | 2074 | 2074 | 25.2 |
| simple gates | 955 | 955 | 5.87 |
| compound gates | 1047 | 1047 | 8.65 |
| fa+ha+maj | 11 | 11 | 0.149 |
[report_power, final]
group | total, uW | internal, uW | switching, uW
sequential | 24000 | 20900 | 3110
clock | 14600 | 8250 | 6310
combinational | 11200 | 5530 | 5670
total | 49800 | 34700 | 15100
[layout by cell type, fill, tap and decap left out, types with 10 or more instances in the layout]
cell type / netlist / final
dfrtp_1: 2099 / 2094
mux2_2: 2064 / 2064
a22oi_1: 709 / 709
and3_1: 306 / 302
buf_4: 6 / 266
clkbuf_16: 0 / 218
nand3_1: 171 / 154
nand4_1: 110 / 110
a2111oi_0: 75 / 75
or4_1: 57 / 57
nor2_4: 0 / 56
clkbuf_8: 0 / 56
a21oi_1: 55 / 55
clkbuf_1: 443 / 54
buf_12: 0 / 51
nor2_1: 108 / 48
nand2_1: 88 / 43
nand2_2: 0 / 43
clkinv_2: 0 / 43
a221oi_1: 42 / 42
buf_2: 48 / 32
o21ai_1: 27 / 26
diode_2: 0 / 25
a32oi_1: 25 / 25
a2111oi_2: 21 / 21
o21ai_0: 19 / 19
nand3b_1: 17 / 17
nor3_1: 18 / 17
a22o_1: 16 / 16
inv_1: 15 / 15
xnor2_1: 14 / 14
o22ai_1: 13 / 13
nor4_1: 13 / 13
and2_1: 16 / 12
nand3_4: 0 / 12
ha_1: 11 / 11
mux2i_1: 10 / 10
a222oi_1: 10 / 10
[worst max-delay path by stage]
stage | startpoint | endpoint | slack (ns) | cells past startpoint
CTS | fifo0.raddr[0] | so1.data_reg[17] | 1.10 | 12
global route | fifo0.raddr[0] | so1.data_reg[17] | 0.77 | 12
finish | fifo0.raddr[0] | so1.data_reg[17] | 0.97 | 12
[metrics by stage]
stage / cell area, um2 / total power (uW) / hold WS (ns)
floorplan: 92500 / 30600 / 0.442
CTS: 104000 / 49600 / 0.120
finish: 104000 / 49800 / 0.140
global placement: 96900 / 34700 / 0.459
detailed placement: 96900 / 35100 / 0.471
global route: 104000 / 51700 / 0.145
[cell type report]
cell class	instances	area, um2
inverters	16	60.1
clock inverters	69	752
clock buffers	328	6430
multi-input cells	4109	37900
fillers	14600	79300
well taps	2464	3080
flip-flops and latches	2101	52600
diodes	25	62.6
repair buffers	357	3280
Power figures rest on the tool's default switching activity, not on a simulated workload.
